--- flow/run.sh ---
#!/bin/bash
# OpenROAD 26Q1-2900-gdf79404cd8, Yosys 0.63+post, stock flow scripts
make -C /OpenROAD-flow-scripts/flow DESIGN_CONFIG=/design/flow/config.mk WORK_HOME=/design/flow/orfs finish
--- flow/config.mk ---
export PLATFORM = sky130hd
export DESIGN_NAME = axi_stream_insert_header
export DESIGN_NICKNAME = axi_stream_insert_header
export VERILOG_FILES = /design/flow/design.v
export SDC_FILE = /design/flow/constraint.sdc
export NUM_CORES = 4
export LEC_CHECK = 1
export CORE_UTILIZATION = 50
--- flow/constraint.sdc ---
current_design axi_stream_insert_header

set clk_period 4.2
set clk_io_pct 0.2

create_clock -name clk0 -period $clk_period [get_ports {clk}]

set non_clock_inputs [all_inputs -no_clocks]
set_input_delay [expr $clk_period * $clk_io_pct] -clock clk0 $non_clock_inputs
set_output_delay [expr $clk_period * $clk_io_pct] -clock clk0 [all_outputs]
--- flow/design.v ---
module axi_stream_insert_header #(
parameter DATA_WD = 32,
parameter DATA_BYTE_WD = DATA_WD / 8,
parameter BYTE_CNT_WD = $clog2(DATA_BYTE_WD)
) (
input clk,
input rst_n,
input valid_in,
input [DATA_WD-1 : 0] data_in,
input [DATA_BYTE_WD-1 : 0] keep_in,
input last_in,
output ready_in,
output valid_out,
output [DATA_WD-1 : 0] data_out,
output [DATA_BYTE_WD-1 : 0] keep_out,
output last_out,
input ready_out,
input valid_insert,
input [DATA_WD-1 : 0] data_insert,
input [DATA_BYTE_WD-1 : 0] keep_insert,
input [BYTE_CNT_WD-1 : 0] byte_insert_cnt,
output ready_insert
);
reg reg_ready_in;
reg reg_valid_out;
reg reg_ready_insert;
reg [DATA_WD-1 : 0] reg_data_out;
reg [DATA_BYTE_WD-1 : 0] reg_keep_out;
reg reg_last_out;
assign ready_in = reg_ready_in;
assign valid_out = reg_valid_out;
assign ready_insert = reg_ready_insert;
assign data_out = reg_data_out;
assign keep_out = reg_keep_out;
assign last_out = reg_last_out;
reg [7:0] data_reg [0:7];  
    genvar j;
    generate for (j = 3'b0; j < 8; j=j+1) begin
        always @(posedge clk or negedge rst_n) begin
            if(!rst_n)
                data_reg[j] <= 8'b0;
            else if(ready_insert == 1 && valid_insert == 1 && j >= 0 && j < byte_insert_cnt)begin
                data_reg[j] <= data_insert[DATA_WD - 1 - (DATA_BYTE_WD - byte_insert_cnt + j) * 8 -: 8];
            end
            else if(ready_in == 1 && valid_in == 1 && j >= byte_insert_cnt && j < (byte_insert_cnt + DATA_BYTE_WD))begin
                data_reg[j] <= data_in[DATA_WD - 1 - (j - byte_insert_cnt) * 8 -: 8];
            end
            else if(j >= (byte_insert_cnt + DATA_BYTE_WD) && last_in)begin
                data_reg[j] <= 0;
            end
            else if(ready_out == 1 && ready_insert == 0 && ready_in == 1)begin
                if(j >= byte_insert_cnt && j < (byte_insert_cnt + DATA_BYTE_WD))
                    data_reg[j] <= data_in[DATA_WD - 1 - (j - byte_insert_cnt) * 8 -: 8];
                else if(j >= 0 && j < 4)
                    data_reg[j] <= data_reg[j+4];
            end
            else begin
                data_reg[j] <= data_reg[j]; 
            end   
        end
    end
    endgenerate
    always @(posedge clk or negedge rst_n) begin
        if(!rst_n)begin
            reg_ready_insert <= 1;
            reg_ready_in <= 1;
        end 
        else begin 
            if(valid_in == 1 && valid_insert == 1)begin
                reg_ready_insert <= 0;
            end
            if(last_in) begin
                reg_ready_in <= 0;    
            end
        end
     end  
     reg [3:0]valid_cnt;
     always@(posedge clk or negedge rst_n)begin
     if(!rst_n)
        valid_cnt <= 0;
     else
        valid_cnt <= last_in?swar(keep_in) + byte_insert_cnt : valid_cnt;        
    end
    wire [2:0] remainder;
    assign remainder = (valid_cnt % 4);
    always@(posedge clk or negedge rst_n)begin
        if(!rst_n)
            reg_keep_out <= 0;
        else begin
            case(remainder) 
                0:reg_keep_out <= 4'b1111;
                1:reg_keep_out <= 4'b1000;
                2:reg_keep_out <= 4'b1100;
                3:reg_keep_out <= 4'b1110;
            endcase
        end
    end
    reg [1:0]r_last_in;
    always@(posedge clk)begin
        r_last_in[0] <= last_in;
        r_last_in[1] <= r_last_in[0];
    end
    integer i; 
    always @(posedge clk or negedge rst_n) begin
        if(!rst_n)begin
            reg_last_out <= 0;
            reg_data_out <= 32'b0;
            reg_valid_out <= 0;
        end
        else if(ready_out == 1 && ready_insert == 0 && r_last_in[1] == 0)begin
            reg_valid_out <= 1;
            for (i = 0; i < DATA_BYTE_WD; i = i + 1) begin
                reg_data_out[(DATA_BYTE_WD-i) * 8 - 1 -: 8] <= data_reg[i];
            end
        end
        else if(r_last_in[1])begin
            reg_last_out <= 1;
            for (i = 0; i < DATA_BYTE_WD; i = i + 1) begin
                reg_data_out[(DATA_BYTE_WD-i) * 8 - 1 -: 8] <= data_reg[i + 4];
            end
        end
        else begin 
            for (i = 0; i < DATA_BYTE_WD; i = i + 1) begin
                reg_data_out[(DATA_BYTE_WD-i) * 8 - 1 -: 8] <=data_out[(DATA_BYTE_WD-i) * 8 - 1 -: 8];
            end 
        end
    end
    function [DATA_WD-1:0]swar;
        input [DATA_WD-1:0] data_in;
        reg [DATA_WD-1:0] i;
        begin
            i = data_in;
            i = (i & 32'h55555555) + ({1'b0, i[DATA_WD-1:1]} & 32'h55555555);
            i = (i & 32'h33333333) + ({1'b0, i[DATA_WD-1:2]} & 32'h33333333);
            i = (i & 32'h0F0F0F0F) + ({1'b0, i[DATA_WD-1:4]} & 32'h0F0F0F0F);
            i = i * (32'h01010101);
            swar = i[31:24];    
        end        
    endfunction
endmodule
==> results.txt <==
First-pass GRT wire length - 30.1 mm
Number of flip-flops in the largest register - 64
Seq pwr share - 44.4%
Port-buffer cells - 115
#FFs+latches synth - 108
Min Tclk post-route - 3.40 ns
Synth-to-Final Area Change - 21.7%
Post-DR vias/cell - 5.86
Site Rows - 42
Core Util at FP - 51.4%
Sinks on Clock Net - 108
Setup TNS - 0 ns
Total CTS buffers - 9
Yosys simple share - 13.5%
Slew at the pin with the worst max-slew slack - 0.854 ns
Worst hold path type - reg -> reg
CTS Hold Bufs - 0
Clock skew - 0.00543 ns
Chip Area - 14100 µm²
Ys flop type - dfrtp_1
Hold Violations, Final - 0
DRT Pass-1 Iters - 7
Final setup violating endpoints - 0
Switching part of the total power - 29.9%
Ys cells - 726
GRT Total Usage - 28.6%
Clk latency of the worst-skew pair - 0.35 ns
Vias - 5827
Chip Height - 119 µm
Unique cell types - 56
Syn avg cell area - 9.37 µm²
Crit path launch type - primary input
Antenna viol nets, final - 0
# diodes - 0
Fmax achieved - 0.294 GHz
OpenROAD warning count - 40
Clock share of power - 31.4%
P_sw - 0.774 mW
Post-Route Utilization - 62.6%
Post-cts resize count - 0
Max-cap violations - 0
Crit path DAT - 3.61 ns
Req. time, crit path - 4.41 ns
Root buffer cell - clkbuf_16
Synth Warn # - 2
Mapped Cells - 726
Drt wl/cell - 18.9 µm
Post-synthesis instance area - 6810 µm²
CTS tree - done
Register area share after synthesis - 39.6%
Status - complete, no violations
PwrDens - 312 nW/µm²
Pin count of the biggest net entering global routing - 75
Commonest Layout Cell - clkdlybuf4s50_1
H-tree Lvls - 3
Number of antenna violations at the first check in global routing - 0
Longest Clk Path Bufs - 2
DRC - 0
RSZ-0062 raised after global routing - false
Critical path class - in -> reg
Slew headroom - 42.8%
Detailed Route WL - 18.8 mm
1st-iter DRT viols - 295
Internal power - 1.81 mW
Logic pwr share - 24.2%
Most common logic cells in the final layout - clkdlybuf4s50_1 (113), dfrtp_1 (104), nand2_1 (102)
Num ports - 120
Die W - 119 µm
Yosys adder share - 3.13%
# fillers - 1101
Final slew viol count - 0
Yosys xor share - 0.644%
DP HPWL - 14.0 mm
Mux area share - 16.0%
YS chip area - 6810 µm²
Synth async-reset ratio - 98.1%
Compound Share, Synth - 22.1%
Top logic family - AND-OR/OR-AND gates
Fin crit share - 81.0%
Clock transition at path regs - 0.07 ns
GRT overflow - 0
Fraction of layout cells with a size suffix above 1 - 9.29%
Gpl congestion - 0.931
Leakage - 3.54 nW
CP Capture Type - flip-flop
CORE AREA - 13200 µm²
Flip-flops with a built-in enable - 0
Worst-path fanout max - 35
Setup bufs post-CTS - 0
Vias in the first global route - 5483
Max IR drop VDD - 0.263 mV
[routing by layer]
| layer | GRT usage [%] | part of all wire, % | vias to the layer above | routed length (µm) |
|---|---|---|---|---|
| li1 | - | - | 2832 | - |
| met1 | 43.4 | 45 | 2802 | 8390 |
| met2 | 42.5 | 45 | 168 | 8510 |
| met3 | 6.99 | 6.9 | 25 | 1300 |
| met4 | 7.20 | 3.1 | 0 | 591 |
| met5 | 0 | 0 | - | 0 |
[final timing paths]
kind                       slack, ns  depth (start not counted)          endpoint                from
setup / recovery                0.80                          7    data_reg[2][5]  byte_insert_cnt[1]
hold / removal                  0.33                          0      r_last_in[1]        r_last_in[0]
setup reg to reg                2.12                          5    data_reg[0][1]    reg_ready_insert
hold reg to reg                 0.33                          0      r_last_in[1]        r_last_in[0]
max in group asynchronous       2.95                          2    data_reg[5][1]               rst_n
min in group asynchronous       0.38                          1  reg_data_out[24]               rst_n
[synth_stat cells (3+ instances only)]
cell type,n,area share (%)
mux2_2,23,3.8
buf_4,9,0.99
inv_1,6,0.33
clkbuf_1,14,0.77
a22oi_1,8,0.88
nor2_1,40,2.2
a221oi_1,3,0.39
dfrtp_1,104,38
nor2_2,3,0.28
o211ai_1,13,1.4
nand3b_1,8,0.88
nand2b_1,3,0.28
nor3_4,3,0.72
a221o_1,13,1.9
o221ai_1,9,1.2
nor2b_1,20,1.8
buf_1,3,0.17
xnor2_1,4,0.51
buf_2,18,1.3
nand3_1,6,0.44
o21a_1,10,1.1
o32ai_1,7,0.90
nand2_1,102,5.6
o21ai_0,70,5.1
mux2i_1,77,11
a21oi_1,61,4.5
a21o_1,3,0.33
buf_6,8,1.3
ha_1,17,3.1
o21ai_1,3,0.22
o31ai_1,25,2.8
[worst max-delay path, stage by stage]
cell and delay [ns]:
clkdlybuf4s50_1 0.74, inv_1 0.23, ha_4 0.56, buf_12 0.27, mux2_2 0.39, a21oi_1 0.37, o32ai_1 0.18
[cell families (layout without fill, tap and decap cells)]
family	count (synthesis)	count (layout)
xor+xnor	5	5
simple gates	197	197
buf+inv	61	153
mux	103	103
fa+ha+maj	17	17
compound gates	235	235
flops	108	108
[through the flow]
stage / hold WS [ns] / setup WS (ns) / total power [mW] / cells / cell area (µm²)
after CTS: 0.328 / 0.837 / 2.61 / 994 / 8280
final: 0.328 / 0.797 / 2.58 / 994 / 8280
after global routing: 0.333 / 0.587 / 2.72 / 994 / 8280
after global placement: 0.313 / 0.486 / 1.78 / 978 / 8000
after floorplan: 0.310 / 1.24 / 1.51 / 726 / 6810
after detailed placement: 0.312 / 0.476 / 1.79 / 978 / 8000
[area by class of cell]
cell class                 count  area, µm²  share of cell area (%)
timing repair buffer         128       1270                    15.3
multi-input combinational    557       3780                    45.6
inverter                       9       33.8                   0.408
tap                          176        220                    2.66
clock buffer                  10        229                    2.76
sequential                   108       2700                    32.5
clock inverter                 6       58.8                   0.710
[power by group through the flow]
stage         Combinational, mW  Sequential (mW)  Clock [mW]
CTS                       0.626             1.15       0.834
global route              0.686             1.16       0.877
finish                    0.626             1.15       0.810
No activity file was given, so power comes from the tool's default toggle rates.
